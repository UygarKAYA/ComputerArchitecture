File: flow/design.v
module knightRider(clk, rst, dataOut);
	input clk, rst;
	output reg [7:0] dataOut;
	reg [21:0] counter, counterNext;
	reg [ 7:0] dataOutNext;
	reg  flag,flagNext;
	parameter COUNT = 22'hF;
	always @(posedge clk) begin
		counter <=  counterNext;
		dataOut <=  dataOutNext;
		flag <=  flagNext;
	end
	always @(*) begin
		dataOutNext = dataOut;
		counterNext = counter;
		flagNext    = flag;
		if(rst) begin
			dataOutNext = 8'b10000000;
			counterNext = 0;
			flagNext    = 0;
		end
		else if(counter == COUNT-1) begin
			if(flag == 0) begin
				dataOutNext = {dataOut[0],dataOut[7:1]};  
				if(dataOut[1] == 1)
					flagNext = 1;
				else
					flagNext = 0;
			end
			else if(flag == 1) begin
				dataOutNext = {dataOut[6:0],dataOut[7]};  
				if(dataOut[6] == 1)
					flagNext = 0;
				else
					flagNext = 1;
			end
			counterNext = 0;
		end
		else begin
			counterNext = counter+1;
		end
	end
endmodule
File: flow/run.sh
#!/bin/bash
# OpenROAD 26Q1-2900-gdf79404cd8, Yosys 0.63+post, stock flow scripts
make -C /OpenROAD-flow-scripts/flow DESIGN_CONFIG=/design/flow/config.mk WORK_HOME=/design/flow/orfs finish
File: flow/config.mk
export PLATFORM = sky130hd
export DESIGN_NAME = knightRider
export DESIGN_NICKNAME = knightRider
export VERILOG_FILES = /design/flow/design.v
export SDC_FILE = /design/flow/constraint.sdc
export NUM_CORES = 4
export LEC_CHECK = 1
export CORE_AREA = 10 10 96 96
export DIE_AREA = 0 0 106 106
File: flow/constraint.sdc
current_design knightRider

set clk_period 4.6
set clk_io_pct 0.2

create_clock -name clk0 -period $clk_period [get_ports {clk}]

set non_clock_inputs [all_inputs -no_clocks]
set_input_delay [expr $clk_period * $clk_io_pct] -clock clk0 $non_clock_inputs
set_output_delay [expr $clk_period * $clk_io_pct] -clock clk0 [all_outputs]
==> run summary <==
commonest cells in the netlist: dfxtp_1 (31), nor2_1 (19), mux2i_1 (9), nand3_1 (9), nor4_1 (9)
buffer and inverter count on the worst path: 3
GRT Total Usage: 0.05227
CP delay by family, top: buffers and inverters
Post-Syn Area: 1496 um2
simple share: 0.2492
# fillers: 799
Sink Count: 31
area share of the largest cell type after synthesis: 0.4147
final worst setup slack: 2242 ps
Least-Margin Pin Slew: 662.9 ps
FF-to-FF setup slack: 2380 ps
Synthesized registers: 31
CP max stage delay: 710 ps
layout cells sized above 1: 0.06433
Peak VDD IR: 0.00008304 V
Post-CTS Setup Inserts: 0
number of max-cap violations: 0
run status: complete, no violations
initial antenna violation count: 0
XOR/XNOR Area Share: 0.08779
Worst Hold Launch: counter[20]
max_slew headroom: 0.5568
Clk pin slew, worst setup/hold paths: 60 ps
diode count: 0
Yosys cell types: 33
Adder Area Share: 0.01672
fin crit share: 0.5126
clk root buf: clkbuf_8
area grow syn2layout: 17.48%
kind of end point of the critical path: flop
Clock Skew: 4.029 ps
RSZ-0062 raised after global routing: false
final count of hold timing violations: 0
Yosys Warn Count: 1
hold buffer count at cts: 0
drt drc: 0
IO Count: 10
mux share: 0.06020
Async SR Flop Fraction: 0
P per Cell Area: 273.7 nW/um2
CTS tree: done
Core Util, Final: 0.2437
sink of the worst hold path: counter[20]
Post-synth seq share: 0.4147
Critical Path Fanout Max: 21
TritonRoute pass-1 iters: 4
placed insts: 264
ao+oa area frac: 0.1321
Leak Pwr: 0.5372 nW
post-cts repair resize count: 0
R2R Path Start: counter[1]
Final Wtd Congestion: 0.8071
GR Overflow Total: 0
Die Y-Extent: 106 um
post-layout minimum cycle time: 2358 ps
area leader, netlist: dfxtp_1
Max clock buf depth: 2
Hold Path Cell Cnt: 2
total power: 0.4812 mW
Place WS: 2001 ps
Logic area: 817.0 um2
Slew Limit Fails: 0
final setup violation count: 0
die area: 11240 um2
CP arrival: 2520 ps
Die Span X: 106 um
Initial Util: 0.2074
clk ins delay skew pair: 270 ps
PortBufs: 9
largest net degree at the start of global routing: 22
Core ar.: 7214 um2
Cells after Synth: 163
slowest library cell on the worst path: clkdlybuf4s50_1
crit start category: primary input
Synth top cell by count: dfxtp_1
ys flop type: dfxtp_1
FF-to-FF End: flag
reg2reg path depth: 5
worst endpoint required time: 4760 ps
wire per inst: 10.91 um
critical-path cell list: clkdlybuf4s50_1, clkinv_1, o21ai_1, buf_4, nor2_1
vias per inst: 4.444
yosys stat area: 1496 um2
# H-tree levels: 2
Cell area leaders: dfxtp_1 (41%), mux2i_1 (6.0%), nor2_1 (4.8%)
comb area leader: simple AND/OR/NAND/NOR gates
Routed Antenna Nets: 0
stage-log warning count: 26
Post-Route WL: 2.945 mm
Max Fclk: 424.1 MHz
Worst Hold Class: reg2reg
vias in the first global route: 1115
Post-Syn Area per Cell: 9.181 um2
Reg area: 620.6 um2
vias: 1200
post-route insts no fill: 270
WS Path Type: in2reg
first-pass GRT wire length: 5.078 mm
final setup TNS: 0 ps
EDFF count, synth: 0
DRT iter0 DRCs: 84
HPWL Detailed: 1.999 mm
number of core rows: 31
yosys cell count: 163
Inserted Clock Buffers: 5
[cell usage in the layout (no fill, tap or decap), types with 2 or more instances in the layout]
cell type | Yosys | final
or3_1 | 3 | 3
nor2b_1 | 2 | 2
nor3_1 | 3 | 3
xor2_1 | 7 | 7
o211ai_1 | 7 | 7
nand3_1 | 9 | 9
mux2i_1 | 9 | 9
nand2_1 | 4 | 4
or4_4 | 2 | 2
a21oi_1 | 4 | 4
o41ai_1 | 7 | 7
nand4_1 | 6 | 6
dfxtp_1 | 31 | 31
inv_1 | 6 | 6
nor4_1 | 9 | 9
ha_1 | 2 | 2
nand4_4 | 2 | 2
xnor2_1 | 8 | 8
nor2_1 | 19 | 19
clkdlybuf4s50_1 | 0 | 9
o21ai_0 | 4 | 3
clkbuf_8 | 0 | 5
[layer usage]
metal,vias up,track usage,wire length (um)
li1,624,-,-
met1,549,0.07364,1573
met2,20,0.07641,1155
met3,7,0.01957,173
met4,0,0.007737,43
met5,-,0,0
[sequential cells by signal (all words and copies together) (netlist names)]
| signal | count |
|---|---|
| counter | 22 |
| dataOut | 8 |
| flag | 1 |
[per-stage QoR]
| stage | instance area [um2] | hold WS (ps) |
|---|---|---|
| after floorplan | 1496 | 459.2 |
| after global placement | 1685 | 487.9 |
| after detailed placement | 1685 | 494.4 |
| after CTS | 1758 | 507.3 |
| after global routing | 1758 | 545.2 |
| final | 1758 | 502.6 |
[cell families after synthesis]
logic type	Yosys count
flip-flops	31
buffers and inverters	15
AND/OR/NAND/NOR	64
XOR/XNOR	15
adder cells (fa/ha/maj)	2
multiplexers	9
AND-OR/OR-AND	27
[tightest hold or removal path, stage by stage, from the launching register on]
cell and delay (ps):
dfxtp_1 330, o21ai_0 70, a21oi_1 60
[area by class of cell]
| type | count | area share |
|---|---|---|
| multi-input combinational | 117 | 0.4648 |
| sequential | 31 | 0.3530 |
| tap | 99 | 0.07046 |
| timing repair buffer | 10 | 0.05552 |
| clock buffer | 6 | 0.04128 |
| inverter | 7 | 0.01495 |
[how the worst max path moves through the flow]
stage     start  cells past startpoint         end
6_report    rst                      5  counter[2]
5_1_grt     rst                      5  counter[9]
4_1_cts     rst                      5  counter[2]
[power breakdown]
group,leakage [nW],total [mW],switching (mW),internal (mW)
Clock,0.0371,0.188,0.0877,0.100
Sequential,0.250,0.275,0.00393,0.271
Combinational,0.250,0.0182,0.0132,0.00505
Total,0.537,0.481,0.105,0.376
Power is estimated from default activity; no workload was simulated.
