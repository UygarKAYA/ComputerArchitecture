## design/flow/run.sh

```bash
#!/bin/bash
# OpenROAD 26Q1-2900-gdf79404cd8, Yosys 0.63+post, stock flow scripts
make -C /OpenROAD-flow-scripts/flow DESIGN_CONFIG=/design/flow/config.mk WORK_HOME=/design/flow/orfs finish
```

## design/flow/config.mk

```make
export PLATFORM = sky130hd
export DESIGN_NAME = LedCPUwithROM
export DESIGN_NICKNAME = LedCPUwithROM
export VERILOG_FILES = /design/flow/design.v
export SDC_FILE = /design/flow/constraint.sdc
export NUM_CORES = 4
export LEC_CHECK = 1
export CORE_UTILIZATION = 50
```

## design/flow/constraint.sdc

```tcl
current_design LedCPUwithROM

set clk_period 3.7
set clk_io_pct 0.2

create_clock -name clk0 -period $clk_period [get_ports {clk}]

set non_clock_inputs [all_inputs -no_clocks]
set_input_delay [expr $clk_period * $clk_io_pct] -clock clk0 $non_clock_inputs
set_output_delay [expr $clk_period * $clk_io_pct] -clock clk0 [all_outputs]
```

## design/flow/design.v

```verilog
module Delay(rst, mclk, out);
input mclk;
input rst;
output out;
parameter FREQ_DELAY = 1;  
parameter CNT_WDTH = 30;  
reg [CNT_WDTH-1:0] timer,timerNext;
always@(posedge mclk) begin
	timer <= timerNext;
end
always@(*) begin
	if(rst) begin
		timerNext = 0;
	end else if(timer == FREQ_DELAY)begin
		timerNext = 0;
	end else begin
		timerNext = timer + 1;
	end
end
assign out = (timer==0);
endmodule
module LedCPUcore( 
	clk,
	rst,
	addrRd,
	dataRd,
	outPattern
    );
input clk,rst; 
input [15:0] dataRd;
output reg [7:0] addrRd;
output reg [7:0] outPattern; 
wire enable;
parameter FREQ_DELAY = 50_000_000/16;
Delay #(FREQ_DELAY) dly(.rst(rst), .mclk(clk), .out(enable)); 
reg state, stateNext;
reg [7:0] addrRdNext;
reg [7:0] outPatternNext;
reg [7:0] processTime, processTimeNext;
always@(posedge clk) begin
	state  <= #1 stateNext;
	addrRd <= #1 addrRdNext;
	outPattern  <= #1 outPatternNext;
	processTime <= #1 processTimeNext;
end
always@(*)begin
	stateNext  = state;
	addrRdNext = addrRd;
	outPatternNext  = outPattern;
	processTimeNext = processTime;
	if(rst)begin
		stateNext  = 0;
		addrRdNext = 0;
		outPatternNext  = 0;
		processTimeNext = 0;
	end
	else begin
		if(dataRd[7:0] != 0) begin
			outPatternNext = dataRd[15:8];
			if(enable == 1)
				processTimeNext = processTime + 1;
			if(processTime == dataRd[7:0]) begin
				processTimeNext = 0;
				addrRdNext = addrRd + 1;
			end
		end
		else if(dataRd[7:0] == 0) begin
			addrRdNext = dataRd[15:8];
		end
	end
end
endmodule
module LedCPUwithROM(clk, rst, outPattern);
input clk, rst;
output [7:0] outPattern;
parameter FREQ_MCLK = 50_000_000;
parameter FREQ_DELAY = 1;  
wire [7:0]addrRd;
wire [15:0]dataRd;
ROM ROM(.addrRd(addrRd), .dataRd(dataRd));
LedCPUcore #(FREQ_DELAY) LedCPUcore(.clk(clk), .rst(rst), .addrRd(addrRd), .dataRd(dataRd), .outPattern(outPattern));
endmodule
module ROM(addrRd, dataRd);
input [7:0] addrRd;
output reg [15:0] dataRd;
always @(*) 
    begin
        case(addrRd)
            8'd0    : dataRd = 16'b10000000_10000000;
            8'd1    : dataRd = 16'b01000000_10000000;
            8'd2    : dataRd = 16'b00100000_10000000;
            8'd3    : dataRd = 16'b00010000_10000000;
            8'd4    : dataRd = 16'b00001000_10000000;
            8'd5    : dataRd = 16'b00000100_10000000;
            8'd6    : dataRd = 16'b00000010_10000000;
            8'd7    : dataRd = 16'b00000001_10000000;
            default : dataRd = 16'b00000000_00000000;
        endcase
    end
endmodule
```

==> impl_table.tex <==
% Implementation results table
\begin{tabular}{lr}
\hline
Metric & Value \\
\hline
\multicolumn{2}{l}{\textbf{Power}} \\
Peak ir drop on the vdd network & 335 uV \\
Power per unit of standard cell area & 436 nW/um\^{}2 \\
Sw power & 0.312 mW \\
Portion of total power attributed to the clock network & 44.7\% \\
Cell internal pwr & 1.02 mW \\
Switching Share & 23.4\% \\
P\_leak & 1.04 nW \\
Power share of the combinational group & 4.3\% \\
Total power & 1.33 mW \\
Power share of the sequential group & 50.9\% \\
\multicolumn{2}{l}{\textbf{Final timing}} \\
Setup repair after global routing missed its margin & no \\
Max Fclk & 0.442 GHz \\
Setup slack of the critical path after layout & 1440 ps \\
Slew Limit Fails & 0 \\
Setup\_tns & 0 ps \\
Max-Slew Margin vs Limit & 59.7\% \\
Worst hold slack across all endpoints & 442 ps \\
Final Cycle Share & 61.1\% \\
Final critical-path required period & 2260 ps \\
Clk\_skew & 5.60 ps \\
Slew of the pin with the lowest slew margin & 602 ps \\
Final Hold Violation Tally & 0 \\
Count of endpoints failing setup in the final report & 0 \\
\multicolumn{2}{l}{\textbf{Clock network}} \\
Clock Sink Count & 62 \\
CTS-repair resized insts & 0 \\
TritonCTS clock tree & built \\
CTS Hold Buffers Added & 0 \\
Maximum buffer depth of the clock tree & 2 \\
Number of CTS-inserted buffers & 9 \\
Setup bufs post-CTS & 0 \\
Clock root cell & sky130\_fd\_sc\_hd\_\_clkbuf\_8 \\
Clk Latency, worst-skew pair & 340 ps \\
Clock-pin transition on the worst setup and hold timing paths & 70 ps \\
H-tree lvl count & 3 \\
\multicolumn{2}{l}{\textbf{Critical path}} \\
CP Data Required Time & 3960 ps \\
Classification of the worst setup path & flip-flop to flip-flop \\
Worst stage delay on the critical path & 560 ps \\
Critical path peak fanout & 8 \\
Worst endpoint data arrival time & 2520 ps \\
Cell breakdown of the critical path & or4\_4 > nor2\_1 > buf\_4 > nand3\_1 > or4\_1 > o31ai\_1 \\
CP bufs+invs & 1 \\
Cell with the biggest individual delay on the critical path & sky130\_fd\_sc\_hd\_\_or4\_4 \\
CP endpoint kind & flip-flop \\
Kind of cell adding the most delay to the critical path & simple AND/OR/NAND/NOR gates \\
Category of the worst setup path launch point & flip-flop \\
Reg2reg setup slack & 1440 ps \\
\multicolumn{2}{l}{\textbf{Synth}} \\
Count of instantiated cells in the yosys netlist & 316 \\
FF+latch count, synth & 62 \\
Number of synthesized flops with an enable pin & 0 \\
Post-synth mux share & 1.12\% \\
Main flop type & sky130\_fd\_sc\_hd\_\_dfxtp\_1 \\
Mapped Cells & 316 \\
Post-Synth AOI/OAI Area & 8.09\% \\
Fraction of synthesized cell area in xor and xnor cells & 9.44\% \\
Top cell type by instance count after synthesis & sky130\_fd\_sc\_hd\_\_dfxtp\_1 \\
FA/HA/MAJ Cells, Area Fraction & 2.79\% \\
Proportion of synthesized chip area in sequential cells & 46.1\% \\
Number of unique standard cell types used by synthesis & 36 \\
Average instance area after synthesis & 8.52 sq um \\
Largest family of logic cells by area & simple AND/OR/NAND/NOR gates \\
Commonest cells in the netlist & sky130\_fd\_sc\_hd\_\_dfxtp\_1 (62), sky130\_fd\_sc\_hd\_\_nor2\_1 (39), sky130\_fd\_sc\_hd\_\_nand2\_1 (34) \\
Synthesis area per yosys & 2690 sq um \\
Total of warnings raised by yosys & 3 \\
Syn Std Cell Area & 2690 sq um \\
Share of synthesized registers carrying an async set or reset & 0\% \\
Post-synthesis simple-gate area fraction & 28.4\% \\
Area share of the largest cell type after synthesis & 46.1\% \\
Largest cells by area & sky130\_fd\_sc\_hd\_\_dfxtp\_1 (46\%), sky130\_fd\_sc\_hd\_\_xnor2\_1 (7.2\%), sky130\_fd\_sc\_hd\_\_nor2\_1 (5.4\%) \\
Yosys top cell by area & sky130\_fd\_sc\_hd\_\_dfxtp\_1 \\
\multicolumn{2}{l}{\textbf{Route}} \\
DR WL/cell & 13.2 microns \\
Total routed wirelength & 5330 microns \\
Number of remaining DRC errors & 0 \\
Starting DRT DRC Count & 109 \\
Detailed Routing Iterations Pass 1 & 4 \\
Routed vias/inst & 5.21 \\
Count of vias placed by the detailed router & 2,109 \\
Count of antenna-violating nets left after detailed routing & 0 \\
Antenna diodes & 0 \\
\multicolumn{2}{l}{\textbf{Placed design}} \\
Gp weighted congestion & 0.850 \\
Count of port buffers added during placement & 9 \\
Post-detail-place hpwl & 3480 microns \\
Worst setup timing slack at the placement stage & 1400 ps \\
\multicolumn{2}{l}{\textbf{Finish}} \\
Combinational Area & 1360 sq um \\
Storage cell area & 1240 sq um \\
Filler instances & 495 \\
Final Util & 59.6\% \\
Signed area change from the synthesized netlist to the final layout & 13.8\% \\
Fraction of final layout cells with drive strength greater than 1 & 7.16\% \\
\multicolumn{2}{l}{\textbf{Floorplanning}} \\
Total I/O pin count & 10 \\
Total number of placement rows & 26 \\
Effective utilization at floorplan & 52.4\% \\
Die Y & 75.4 microns \\
Total core area & 5140 sq um \\
Width of the chip & 75.4 microns \\
Area enclosed by the die boundary & 5680 sq um \\
\multicolumn{2}{l}{\textbf{Global route}} \\
Gr usage total & 21.3\% \\
Vias in the first global route & 1,891 \\
Pin count of the biggest net entering global routing & 31 \\
Antenna violations before repair & 0 \\
Wire length of the first global-routing pass & 8980 microns \\
Global route total overflow & 0 \\
\multicolumn{2}{l}{\textbf{Job}} \\
\# Max-Cap Violations & 0 \\
OpenROAD warnings & 28 \\
\multicolumn{2}{l}{\textbf{Worst hold path}} \\
Hold Path Class & flip-flop to flip-flop \\
\multicolumn{2}{l}{\textbf{Run status}} \\
Status & completed \\
\hline
\end{tabular}
-- power by group through the flow --
| stage | clock [mW] | sequential (mW) | combinational, mW |
|---|---|---|---|
| finish | 0.597 | 0.679 | 0.0578 |
| global route | 0.640 | 0.680 | 0.0654 |
| CTS | 0.612 | 0.679 | 0.0582 |
-- metal layers --
layer / vias to the layer above / share of wire [%] / global-route usage, %
li1: 1121 / - / -
met1: 949 / 55 / 36.7
met4: 0 / 0.92 / 3.09
met2: 35 / 40 / 28.4
met3: 4 / 4.0 / 5.09
met5: - / 0 / 0
-- worst reg2reg max path: stages, from the launching register on --
cell and delay, ps:
sky130_fd_sc_hd__dfxtp_1 300, sky130_fd_sc_hd__or4_4 560, sky130_fd_sc_hd__nor2_1 350, sky130_fd_sc_hd__buf_4 230, sky130_fd_sc_hd__nand3_1 170, sky130_fd_sc_hd__or4_1 510, sky130_fd_sc_hd__o31ai_1 70
-- final timing paths --
path,startpoint,to,cells after the start
setup / recovery,LedCPUcore.addrRd[4],LedCPUcore.processTime[0],6
setup reg to reg,LedCPUcore.addrRd[4],LedCPUcore.processTime[0],6
hold / removal,flip-flop,LedCPUcore.outPattern[3],2
hold reg to reg,flip-flop,LedCPUcore.outPattern[3],2
-- metrics by stage --
step / instance area (sq um) / instances
floorplan: 2700 / 319
global placement: 2860 / 389
detailed placement: 2860 / 389
CTS: 3060 / 405
global route: 3060 / 405
finish: 3060 / 405
-- layout by cell type, fill, tap and decap left out, types with 3 or more instances in the layout --
cell                              Yosys  layout
sky130_fd_sc_hd__and4_1               6       6
sky130_fd_sc_hd__ha_1                 6       6
sky130_fd_sc_hd__clkdlybuf4s50_1      0       9
sky130_fd_sc_hd__or3_1                4       4
sky130_fd_sc_hd__dfxtp_1             62      62
sky130_fd_sc_hd__o21ai_0              7       7
sky130_fd_sc_hd__buf_4                0       4
sky130_fd_sc_hd__nor4_1              16      16
sky130_fd_sc_hd__a21oi_1             15      15
sky130_fd_sc_hd__and2_1               3       3
sky130_fd_sc_hd__xor2_1               7       7
sky130_fd_sc_hd__conb_1               1       4
sky130_fd_sc_hd__nor2_1              39      39
sky130_fd_sc_hd__xnor2_1             22      22
sky130_fd_sc_hd__inv_1               15      15
sky130_fd_sc_hd__clkbuf_8             0      10
sky130_fd_sc_hd__nand3_1             15      15
sky130_fd_sc_hd__nor3_1              14      14
sky130_fd_sc_hd__mux2i_1              3       3
sky130_fd_sc_hd__nand2_1             34      34
sky130_fd_sc_hd__and3_1               9       9
-- logic make-up (layout without fill, tap and decap cells) --
kind of cell	count (synthesis)	in the layout
simple gates	152	152
flops	62	62
compound gates	35	35
xor+xnor	29	29
buf+inv	28	44
fa+ha+maj	6	6
mux	3	3
other cells	1	4
-- area by class of cell --
type                            instances  share of cell area (%)
Inverter                               15                    1.84
Tap cell                               70                    2.86
Sequential cell                        62                    40.5
Multi-Input combinational cell        229                    44.3
Timing Repair Buffer                   13                    3.92
Clock inverter                          5                    1.92
Clock buffer                           11                    4.62
No activity file was given, so power comes from the tool's default toggle rates.
