[flow/run.sh]
#!/bin/bash
# OpenROAD 26Q1-2900-gdf79404cd8, Yosys 0.63+post, stock flow scripts
make -C /OpenROAD-flow-scripts/flow DESIGN_CONFIG=/design/flow/config.mk WORK_HOME=/design/flow/orfs finish
[flow/config.mk]
export PLATFORM = sky130hd
export DESIGN_NAME = LedCPUwithRAM
export DESIGN_NICKNAME = LedCPUwithRAM
export VERILOG_FILES = /design/flow/design.v
export SDC_FILE = /design/flow/constraint.sdc
export NUM_CORES = 4
export LEC_CHECK = 1
export CORE_UTILIZATION = 30
[flow/constraint.sdc]
current_design LedCPUwithRAM

set clk_period 626.2
set clk_io_pct 0.2

create_clock -name clk0 -period $clk_period [get_ports {clk}]

set non_clock_inputs [all_inputs -no_clocks]
set_input_delay [expr $clk_period * $clk_io_pct] -clock clk0 $non_clock_inputs
set_output_delay [expr $clk_period * $clk_io_pct] -clock clk0 [all_outputs]
[flow/design.v]
module Delay(rst, mclk, out);
input mclk;
input rst;
output out;
parameter FREQ_DELAY = 1;  
parameter CNT_WDTH = 30;  
reg [CNT_WDTH-1:0] timer,timerNext;
always@(posedge mclk) begin
	timer <= timerNext;
end
always@(*) begin
	if(rst) begin
		timerNext = 0;
	end else if(timer == FREQ_DELAY)begin
		timerNext = 0;
	end else begin
		timerNext = timer + 1;
	end
end
assign out = (timer==0);
endmodule
module LedCPUcore( 
	clk,
	rst,
	addrRd,
	dataRd,
	outPattern
    );
input clk,rst; 
input [15:0] dataRd;
output reg [7:0] addrRd;
output reg [7:0] outPattern; 
wire enable;
parameter FREQ_DELAY = 50_000_000/16;
Delay #(FREQ_DELAY) dly(.rst(rst), .mclk(clk), .out(enable)); 
reg state, stateNext;
reg [7:0] addrRdNext;
reg [7:0] outPatternNext;
reg [7:0] processTime, processTimeNext;
always@(posedge clk) begin
	state  <= #1 stateNext;
	addrRd <= #1 addrRdNext;
	outPattern  <= #1 outPatternNext;
	processTime <= #1 processTimeNext;
end
always@(*)begin
	stateNext  = state;
	addrRdNext = addrRd;
	outPatternNext  = outPattern;
	processTimeNext = processTime;
	if(rst)begin
		stateNext  = 0;
		addrRdNext = 0;
		outPatternNext  = 0;
		processTimeNext = 0;
	end
	else begin
		if(dataRd[7:0] != 0) begin
			outPatternNext = dataRd[15:8];
			if(enable == 1)
				processTimeNext = processTime + 1;
			if(processTime == dataRd[7:0]) begin
				processTimeNext = 0;
				addrRdNext = addrRd + 1;
			end
		end
		else if(dataRd[7:0] == 0) begin
			addrRdNext = dataRd[15:8];
		end
	end
end
endmodule
module LedCPUwithRAM(
	clk,
	rst,
	switch,
	enter,
	outPattern
);
input clk, rst;
input [7:0] switch;
input enter;
output [7:0] outPattern;
parameter FREQ = 1;  
wire wrEn;
wire [7:0] addrWr, addrRd;
wire [15:0] dataWr, dataRd;
mem1R1W mem1R1W_1(.clk(clk), .addrRd(addrRd), .dataRd(dataRd), .addrWr(addrWr), .dataWr(dataWr), .wrEn(wrEn));
LedCPUcore #(FREQ)LedCPUcore_1(.clk(clk), .rst(rst), .addrRd(addrRd), .dataRd(dataRd), .outPattern(outPattern));
progLogic progLogic_1(.clk(clk), .rst(rst), .switch(switch), .enter(enter), .addrWr(addrWr), .dataWr(dataWr), .wrEn(wrEn));
endmodule
module mem1R1W(clk, addrRd, dataRd, addrWr, dataWr, wrEn);
input clk;
input wrEn;
input [7:0] addrRd;
input [7:0] addrWr;
input [15:0] dataWr;
output reg [15:0] dataRd;
reg [15:0] array [0:255];
initial begin
    array[0] = 0;
array[1] = 0;
array[2] = 0;
array[3] = 0;
array[4] = 0;
array[5] = 0;
array[6] = 0;
array[7] = 0;
array[8] = 0;
array[9] = 0;
array[10] = 0;
array[11] = 0;
array[12] = 0;
array[13] = 0;
array[14] = 0;
array[15] = 0;
array[16] = 0;
array[17] = 0;
array[18] = 0;
array[19] = 0;
array[20] = 0;
array[21] = 0;
array[22] = 0;
array[23] = 0;
array[24] = 0;
array[25] = 0;
array[26] = 0;
array[27] = 0;
array[28] = 0;
array[29] = 0;
array[30] = 0;
array[31] = 0;
array[32] = 0;
array[33] = 0;
array[34] = 0;
array[35] = 0;
array[36] = 0;
array[37] = 0;
array[38] = 0;
array[39] = 0;
array[40] = 0;
array[41] = 0;
array[42] = 0;
array[43] = 0;
array[44] = 0;
array[45] = 0;
array[46] = 0;
array[47] = 0;
array[48] = 0;
array[49] = 0;
array[50] = 0;
array[51] = 0;
array[52] = 0;
array[53] = 0;
array[54] = 0;
array[55] = 0;
array[56] = 0;
array[57] = 0;
array[58] = 0;
array[59] = 0;
array[60] = 0;
array[61] = 0;
array[62] = 0;
array[63] = 0;
array[64] = 0;
array[65] = 0;
array[66] = 0;
array[67] = 0;
array[68] = 0;
array[69] = 0;
array[70] = 0;
array[71] = 0;
array[72] = 0;
array[73] = 0;
array[74] = 0;
array[75] = 0;
array[76] = 0;
array[77] = 0;
array[78] = 0;
array[79] = 0;
array[80] = 0;
array[81] = 0;
array[82] = 0;
array[83] = 0;
array[84] = 0;
array[85] = 0;
array[86] = 0;
array[87] = 0;
array[88] = 0;
array[89] = 0;
array[90] = 0;
array[91] = 0;
array[92] = 0;
array[93] = 0;
array[94] = 0;
array[95] = 0;
array[96] = 0;
array[97] = 0;
array[98] = 0;
array[99] = 0;
array[100] = 0;
array[101] = 0;
array[102] = 0;
array[103] = 0;
array[104] = 0;
array[105] = 0;
array[106] = 0;
array[107] = 0;
array[108] = 0;
array[109] = 0;
array[110] = 0;
array[111] = 0;
array[112] = 0;
array[113] = 0;
array[114] = 0;
array[115] = 0;
array[116] = 0;
array[117] = 0;
array[118] = 0;
array[119] = 0;
array[120] = 0;
array[121] = 0;
array[122] = 0;
array[123] = 0;
array[124] = 0;
array[125] = 0;
array[126] = 0;
array[127] = 0;
array[128] = 0;
array[129] = 0;
array[130] = 0;
array[131] = 0;
array[132] = 0;
array[133] = 0;
array[134] = 0;
array[135] = 0;
array[136] = 0;
array[137] = 0;
array[138] = 0;
array[139] = 0;
array[140] = 0;
array[141] = 0;
array[142] = 0;
array[143] = 0;
array[144] = 0;
array[145] = 0;
array[146] = 0;
array[147] = 0;
array[148] = 0;
array[149] = 0;
array[150] = 0;
array[151] = 0;
array[152] = 0;
array[153] = 0;
array[154] = 0;
array[155] = 0;
array[156] = 0;
array[157] = 0;
array[158] = 0;
array[159] = 0;
array[160] = 0;
array[161] = 0;
array[162] = 0;
array[163] = 0;
array[164] = 0;
array[165] = 0;
array[166] = 0;
array[167] = 0;
array[168] = 0;
array[169] = 0;
array[170] = 0;
array[171] = 0;
array[172] = 0;
array[173] = 0;
array[174] = 0;
array[175] = 0;
array[176] = 0;
array[177] = 0;
array[178] = 0;
array[179] = 0;
array[180] = 0;
array[181] = 0;
array[182] = 0;
array[183] = 0;
array[184] = 0;
array[185] = 0;
array[186] = 0;
array[187] = 0;
array[188] = 0;
array[189] = 0;
array[190] = 0;
array[191] = 0;
array[192] = 0;
array[193] = 0;
array[194] = 0;
array[195] = 0;
array[196] = 0;
array[197] = 0;
array[198] = 0;
array[199] = 0;
array[200] = 0;
array[201] = 0;
array[202] = 0;
array[203] = 0;
array[204] = 0;
array[205] = 0;
array[206] = 0;
array[207] = 0;
array[208] = 0;
array[209] = 0;
array[210] = 0;
array[211] = 0;
array[212] = 0;
array[213] = 0;
array[214] = 0;
array[215] = 0;
array[216] = 0;
array[217] = 0;
array[218] = 0;
array[219] = 0;
array[220] = 0;
array[221] = 0;
array[222] = 0;
array[223] = 0;
array[224] = 0;
array[225] = 0;
array[226] = 0;
array[227] = 0;
array[228] = 0;
array[229] = 0;
array[230] = 0;
array[231] = 0;
array[232] = 0;
array[233] = 0;
array[234] = 0;
array[235] = 0;
array[236] = 0;
array[237] = 0;
array[238] = 0;
array[239] = 0;
array[240] = 0;
array[241] = 0;
array[242] = 0;
array[243] = 0;
array[244] = 0;
array[245] = 0;
array[246] = 0;
array[247] = 0;
array[248] = 0;
array[249] = 0;
array[250] = 0;
array[251] = 0;
array[252] = 0;
array[253] = 0;
array[254] = 0;
end
always@(posedge clk) begin
	dataRd <= array[addrRd];
	if(wrEn)
		array[addrWr] <= dataWr;
end
endmodule
module progLogic(clk, rst, switch, enter, dataWr, addrWr, wrEn);
input [7:0] switch;
input clk, rst, enter;
output reg wrEn;
output reg [7:0] addrWr;
output reg [15:0] dataWr;
reg state, stateNext;
reg wrEnNext, enterD;
reg [7:0] addrWrNext;
reg [7:0] number, numberNext;
reg [15:0] dataWrNext;
wire enter_pos;
assign enter_pos = enter & ~enterD;
always @(posedge clk) begin
	wrEn   <= #1 wrEnNext;
	state  <= #1 stateNext;
	number <= #1 numberNext;
	dataWr <= #1 dataWrNext;
	addrWr <= #1 addrWrNext;
	enterD <= #1 enter;
end
always @(*) begin
	wrEnNext   = wrEn;
	stateNext  = state;
	numberNext = number;
	dataWrNext = dataWr;
	addrWrNext = addrWr;
	if(rst) begin
		wrEnNext   = 0;
		stateNext  = 0;
		numberNext = 0;
		dataWrNext = 0;
		addrWrNext = 0;
	end else begin
		case(state)
			0:
			begin
				if(enter_pos == 0) begin
					wrEnNext = 0;
					stateNext = 0;
					dataWrNext = dataWr;
				end
				else if(enter_pos == 1) begin
					wrEnNext = 0;
					stateNext = 1;
					dataWrNext = switch;
					numberNext = switch;
				end
			end
			1:
			begin
				if(enter_pos == 0) begin
					wrEnNext = 0;
					stateNext = 1;
					dataWrNext = dataWr;
				end
				else if(enter_pos == 1) begin
					wrEnNext = 1;
					dataWrNext = {number, switch};
				end
				if(wrEn == 1) begin
					wrEnNext = 0;
					stateNext = 0;
					addrWrNext = addrWr + 1;
				end
			end
		endcase
	end
end
endmodule
==> Changelog: implementation <==
### Physical design

- CTS tree: built
- Avg WL per Cell: roughly 29 µm
- Setup violators final: 0
- DP Wirelength: about 280,000 µm
- Clock latency (worst-skew pair): between 1000 and 1500 ps
- Synth top cell by count: edfxtp_1
- Total die size: about 0.54 mm²
- Reg clk slew, reported paths: roughly 60 ps
- Hold WC Path Type: flip-flop to flip-flop
- Area of the core: ~0.54 mm²
- Post-synth area hogs: edfxtp_1, mux4_2, mux2i_1
- Gate Count Post-Synth: 7,636
- Basic Gates by Area: roughly 2.2%
- Post-Synth AOI/OAI Area: around 3.5%
- Slew @ Worst Pin: 1264 ps
- XOR Share, Synth: less than 1%
- YS chip area: roughly 0.16 mm²
- Clock skew: roughly 70 ps
- Tmin final: 127,030 ps
- Post-CTS resize count: 0
- FA/HA/MAJ Cells, Area Fraction: less than 1%
- Total global routing overflow: 0
- Top logic cell family in the synthesized netlist: multiplexers
- Synth top area share: 75.74%
- Routed WL: approximately 460,000 µm
- Critical path's slowest cell: clkdlybuf4s50_1
- Yosys Instances: around 7,600
- First-pass GRT wire length: 650,600 µm
- CP Data Arrival Time: between 1500 and 2000 ps
- Number of setup buffers added after CTS: 0
- EDFF count, synth: ~4,100
- Commonest flop: edfxtp_1
- Ports: 19
- CP Class: flip-flop to primary output
- Number of I/O port buffers: 18
- Initial antenna violation count: 24
- H-tree depth: 5
- DIE WIDTH: roughly 740 µm
- CTS Buffer Depth: 4
- Tool warnings: ~40
- Mapped Area: 0.1624 mm²
- 1st-pass router iterations: 5
- Clock Tree Root: clkbuf_16
- Hold Crit Endpoint: progLogic_1.dataWr[8]
- Fill cells: around 49,000
- Registers, synthesis: ~4,200
- Period Utilization, post-route: between 20 and 25%
- Layout cells sized above 1: around a quarter
- Delay of the slowest critical-path stage: approximately 460 ps
- Layout area overhead: 15.10%
- HP Start: progLogic_1.number[0]
- Hold Buf Count CTS: 0
- Hold depth: 2
- Final setup TNS: 0 ps
- Max transition margin: 15.41%
- Mux area share: between 10% and 20%
- Synth cell count leaders: edfxtp_1, mux4_2, mux2i_1, nor2_1, a21oi_1
- Post-synthesis sequential area ratio: approximately 77%
- Mapped Avg Cell Area: 21.27 µm²
- Netlist cell types: 82
- Total stage count of the critical path: 1
- Initial DRC count: ~5,400
- CP startpoint kind: flip-flop
- Total of warnings raised by yosys: 4
- Maximum vdd drop: ~0.0000024 V
- Final design utilization: between 30% and 40%
- Largest net degree at the start of global routing: around 130
- Antenna Nets Post-Route: 0
- CP bufs+invs: 1
- Vias in the first global route: about 88,000
- Area leader, netlist: edfxtp_1
- FP Util: slightly above 30%
- CP Data Required Time: 500,960 ps
- CTS buffer count: about 420
- PD cells: ~3.2 mW/mm²
- Reg2reg end: mem1R1W_1.dataRd[5]
- GRT Overall Usage: roughly 18%
- RSZ-0062 raised after global routing: no
- Fin. Hold Viols: 0
- Slew Limit Fails: 0
- Top Family by Delay on Critical Path: buffers and inverters
- Crit-path cells: clkdlybuf4s50_1
- Leak: around 55 nW
- Achievable Freq: 7.872 MHz
- Worst setup EP type: primary output
- Vias per cell: between 5 and 6
- R2R cell count: 13
- DRC viols: 0
- Routed vias: 80,620
- CTS sink cnt: between 4,000 and 5,000
- Status: finished, final reports clean
- Max_cap viols: 0
- Async S/R FF share, synth: 0%
- Standard-cell row count: 269
- Reg2reg setup slack: between 600,000 and 700,000 ps
- Die height: ~740 µm
- Worst-path fanout max: 2
- Final GP Congestion: 0.9127
- Reg2reg start: LedCPUcore_1.addrRd[0]
## cells in the final DEF, fill, tap and decap left out, types with 12 or more instances in the layout
cell             netlist  routed
o221ai_1              37      37
dfxtp_1              105      81
nand3_2                0      17
clkdlybuf4s50_1        0      17
nand4_1               26      26
nor3_1                33      27
mux2i_1              402     402
dfxtp_4                0      22
a22oi_1              178     178
nand2_1              179     179
o21ai_1               14      15
a22o_1                28      28
clkinv_2               0      69
buf_4                 63     542
edfxtp_1            4096    4096
clkinv_1               1      86
clkbuf_16              0     425
buf_12                24      13
and3_1                31      31
xor2_1                28      28
clkinvlp_4             0      13
nor4_1                21      19
xnor2_1               27      27
a31oi_1               26      26
diode_2                0      14
a221oi_1              56      56
mux4_1                26      26
a21oi_1              203     203
bufinv_16              0      50
clkbuf_1             140      89
nor2_2                 0      57
a211oi_1              38      38
nand3_1               86      69
nor2_1               352     292
nand2b_1              12      12
o22ai_1               62      62
a221oi_2              12      12
mux4_2               863     863
o21ai_0               54      53
## metrics by stage
| stage | power (W) | setup WS [ps] | cell area (µm²) | std cells | hold WS [ps] |
|---|---|---|---|---|---|
| after floorplan | 0.0003334 | 499830 | 162400 | 7636 | 436.5 |
| after global placement | 0.0003435 | 498870 | 173100 | 14930 | 474.6 |
| after detailed placement | 0.0003438 | 498760 | 173100 | 14930 | 462.2 |
| after CTS | 0.0005926 | 499110 | 186900 | 15700 | 459.4 |
| after global routing | 0.0006051 | 499110 | 186900 | 15700 | 502.1 |
| final | 0.0005894 | 499170 | 186900 | 15710 | 468.6 |
## worst max path at each step
stage | start | end | slack [ps]
CTS | LedCPUcore_1.outPattern[5] | outPattern[5] | 499110
global route | LedCPUcore_1.outPattern[5] | outPattern[5] | 499110
finish | LedCPUcore_1.outPattern[5] | outPattern[5] | 499170
## registers in the layout (all words and copies together), names as in the netlist
name / flops
progLogic_1.state: 1
progLogic_1.number: 8
progLogic_1.addrWr: 8
LedCPUcore_1.addrRd: 8
progLogic_1.dataWr: 16
progLogic_1.enterD: 1
mem1R1W_1.array: 4096
progLogic_1.wrEn: 1
LedCPUcore_1.dly.timer: 30
LedCPUcore_1.outPattern: 8
mem1R1W_1.dataRd: 16
LedCPUcore_1.processTime: 8
## report_power, final
part | leakage [nW] | switching (W) | internal, W
combinational | 11.9 | 0.0000186 | 0.0000118
sequential | 36.7 | 0.00000142 | 0.000306
clock | 6.71 | 0.000105 | 0.000146
total | 55.3 | 0.000125 | 0.000464
## routing by layer
metal | track usage, % | share of wire (%) | wire length (µm)
met1 | 17.03 | 29 | 132500
met4 | 7.513 | 5.3 | 24370
met3 | 17.27 | 21 | 95250
met5 | 2.350 | 0.36 | 1639
met2 | 26.17 | 45 | 207600
## area by class of cell
type                       count  area [µm²]  area share, %
inverter                      15       63.81        0.03414
tap                         7181        8985          4.807
antenna                       14       35.03        0.01874
clock inverter               248        2748          1.470
multi-input combinational   2959       34340          18.37
clock buffer                 520       11050          5.913
timing repair buffer         573        4504          2.410
sequential                  4201      125200          66.98
## cells by family (layout without fill, tap and decap cells)
group                      Yosys count  in the layout
and+or+nand+nor                    793            793
DFF                               4201           4201
buffers and inverters              476           1356
xor gates and xnor gates            55             55
other                                0             14
muxes                             1294           1294
AOI/OAI and AO/OA                  808            808
adders and majority gates            9              9
Power and IR drop assume default switching activity.
